==> design/flow/design.v <==
module top_axis_uart #(parameter DATA_BITS = 8) (input clk,rst,input wire [7:0] axis_data,
input wire axis_valid,
input wire axis_last,output wire uart_tx,rx_valid,output m_axis_ready,output wire [DATA_BITS-1:0]rx_data); 
wire [7:0] m_axis_data;
wire axis_ready;
wire m_axis_valid_out;
assign m_axis_ready = axis_ready;
axis_master_inp #(.WIDTH(8)) mast_inst(.clk(clk),.rst(rst),.load_data(axis_data),
.m_axis_valid(axis_valid),.m_axis_ready(axis_ready),.m_axis_last(axis_last),.m_axis_valid_out(m_axis_valid_out),.m_axis_data(m_axis_data));
axis_fifo_uart_tx #(.WIDTH(8),.DEPTH(8),.CLK_RATE(50000000),.BAUD(115200)) axis_fifo_uart_tx_inst(.clk(clk),.rst(rst),
.s_axis_data(m_axis_data),.s_axis_valid(m_axis_valid_out),.s_axis_ready(axis_ready),.s_axis_last(axis_last),.uart_tx(uart_tx));
uart_rec #(.CLK_FREQ(50000000),.BAUD(115200),.DATA_BITS(DATA_BITS)) 
uart_rec_inst(.clk(clk),.rst(rst),.rx(uart_tx),.rx_data(rx_data),.rx_valid(rx_valid)); 
endmodule
module axis_master_inp #(parameter WIDTH = 8) (
    input  wire clk,
    input  wire rst,
    input  wire [WIDTH-1:0] load_data,
    input  wire m_axis_ready,
    input  wire m_axis_valid,    
    input wire m_axis_last,
    output reg  m_axis_valid_out,
    output reg  [WIDTH-1:0] m_axis_data
);
    always @(posedge clk or posedge rst) begin
        if (rst) begin
            m_axis_data <= 0;
            m_axis_valid_out <= 0;
        end else begin
          m_axis_valid_out <= m_axis_valid;
            if (m_axis_valid && m_axis_ready)
                m_axis_data <= load_data;
        end
    end
endmodule
module axis_fifo_uart_tx #(parameter WIDTH = 8, DEPTH = 8, CLK_RATE = 50000000, BAUD = 115200)
(
 input clk,rst,
 input [WIDTH-1:0] s_axis_data,
 input s_axis_valid,
 input s_axis_last,
 output wire s_axis_ready,
 output wire uart_tx
);
wire[WIDTH-1:0] fifo_out;
wire fifo_out_last;
wire fifo_full,fifo_empty;
wire fifo_wr_en,fifo_rd_en;
reg uart_valid_temp,s_axis_ready_temp;
assign s_axis_ready = !fifo_full;
always@(posedge clk or posedge rst)begin
if(rst)begin
 s_axis_ready_temp <= 0;
 end
else begin
 s_axis_ready_temp <= s_axis_ready;
 end
end
assign fifo_wr_en = s_axis_valid && s_axis_ready_temp;
always@(posedge clk or posedge rst)begin
if(rst)
 uart_valid_temp <= 0;
else 
 uart_valid_temp <= !fifo_empty;
 end
wire uart_valid = uart_valid_temp;
wire uart_ready;
assign fifo_rd_en = uart_valid && uart_ready;
sync_fifo #(.WIDTH(WIDTH),.DEPTH(DEPTH)) fifo_inst(.clk(clk),.rst(rst),
.wr_en(fifo_wr_en),.din(s_axis_data),.din_last(s_axis_last),.full(fifo_full),
.empty(fifo_empty),.rd_en(fifo_rd_en),.dout(fifo_out),.dout_last(fifo_out_last));
uart_tx #(.clk_rate(CLK_RATE),.Baud(BAUD),.Word_len(WIDTH)) uart_inst(.clk(clk),.rst(rst),
.tx_data(fifo_out),.tx_data_valid(uart_valid),.tx_data_ready(uart_ready),.tx_data_last(fifo_out_last),
.Uart_tx(uart_tx));
endmodule
module sync_fifo #(
    parameter WIDTH = 8,
    parameter DEPTH = 8
)(
    input  wire clk,
    input  wire rst,
    input  wire wr_en,
    input  wire din_last,
    input  wire [WIDTH-1:0] din,
    output wire full,
    input  wire rd_en,
    output reg  dout_last,
    output wire empty,
    output reg  [WIDTH-1:0] dout
);
    localparam ADDR_WIDTH = $clog2(DEPTH);
    reg [WIDTH-1:0] mem_data [0:DEPTH-1];
    reg             mem_last [0:DEPTH-1];
    reg [ADDR_WIDTH-1:0] wr_ptr, rd_ptr;
    reg [ADDR_WIDTH:0]   count;
    integer i;
    always @(posedge clk or posedge rst) begin
        if (rst) begin
            wr_ptr <= 0;
            rd_ptr <= 0;
            count  <= 0;
            dout   <= 0;
            dout_last <= 0;
            for (i = 0; i < DEPTH; i = i + 1) begin
                mem_data[i] <= 0;
                mem_last[i] <= 0;
            end
        end 
        else begin
            if (wr_en && !full) begin
                mem_data[wr_ptr] <= din;
                mem_last[wr_ptr] <= din_last;
                wr_ptr <= wr_ptr + 1'b1;
            end
            if (rd_en && !empty) begin
                dout      <= mem_data[rd_ptr];
                dout_last <= mem_last[rd_ptr];
                rd_ptr    <= rd_ptr + 1'b1;
            end
             if(dout_last == 1) dout_last <= 0;            
            case ({wr_en && !full, rd_en && !empty})
                2'b10: count <= count + 1'b1;   
                2'b01: count <= count - 1'b1;   
                default: count <= count;        
            endcase
        end
    end
    assign full  = (count == DEPTH);
    assign empty = (count == 0);
endmodule
module uart_tx #(
    parameter clk_rate = 50_000_000,
    parameter Baud     = 115200,
    parameter Word_len = 8,
    parameter PARITY   = "even"  
)
(
    input clk, rst,
    input [Word_len-1:0] tx_data,
    input tx_data_valid,tx_data_last,
    output wire tx_data_ready,
    output reg Uart_tx
);
    localparam Baud_div = (clk_rate / Baud);
    localparam Idle   = 3'd0,
               Start  = 3'd1,
               Data   = 3'd2,
               Parity = 3'd3,
               Stop   = 3'd4;
    reg [2:0] current_state, next_state;
    reg [$clog2(Baud_div)-1:0] baud_cnt;
    reg [$clog2(Word_len)-1:0] bit_cnt;
    reg [Word_len-1:0] shift_reg;
    reg parity_bit;
    reg tx_data_ready_temp;
    reg tx_data_last_temp,tx_data_valid_temp;
    assign tx_data_ready = (next_state == Idle);
    always @(posedge clk or posedge rst) begin
        if (rst) begin
            current_state <= Idle;
            tx_data_last_temp <= 0;
            tx_data_valid_temp <= 0;
            end
        else begin
            current_state <= next_state;
            tx_data_last_temp <= tx_data_last;
            tx_data_valid_temp <= tx_data_valid;
          end  
    end
    always @(*) begin
        next_state = current_state;
        case (current_state)
            Idle: begin
                if (tx_data_valid && !tx_data_last_temp) next_state = Start;
                else next_state = Idle;
            end
            Start: begin
                if (baud_cnt == (Baud_div - 1)) next_state = Data;
            end
            Data: begin
                if (bit_cnt == Word_len - 1 && baud_cnt == (Baud_div - 1)) begin
                    if (PARITY == "none")
                        next_state = Stop;
                    else
                        next_state = Parity;
                end
            end
            Parity: begin
                if (baud_cnt == (Baud_div - 1)) next_state = Stop;
            end
            Stop: begin
                if(baud_cnt == (Baud_div - 1)) next_state = Idle;
                 else if (tx_data_last)next_state = Idle;
                  else next_state = Stop;
            end
            default: next_state = Idle;
        endcase
    end
    always @(posedge clk or posedge rst) begin
        if (rst) begin
            baud_cnt <= 0;
            bit_cnt <= 0;
            shift_reg <= 0;
            Uart_tx <= 1'b1;
            parity_bit <= 1'b0;
        end else begin
            case (current_state)
                Idle: begin
                    baud_cnt <= 0;
                    bit_cnt <= 0;
                    Uart_tx <= 1'b1;
                end
                Start: begin
                 if (tx_data_valid_temp) begin
                        shift_reg <= tx_data;
                        if (PARITY == "even")
                            parity_bit <= ^tx_data;
                        else if (PARITY == "odd")
                            parity_bit <= ~^tx_data;
                    end
                    Uart_tx <= 1'b0;
                    if (baud_cnt == (Baud_div - 1))
                        baud_cnt <= 0;
                    else
                        baud_cnt <= baud_cnt + 1;
                end
                Data: begin
                    Uart_tx <= shift_reg[0];
                    if (baud_cnt == (Baud_div - 1)) begin
                        baud_cnt <= 0;
                        shift_reg <= {1'b1, shift_reg[Word_len-1:1]};  
                        bit_cnt <= bit_cnt + 1;
                    end else
                        baud_cnt <= baud_cnt + 1;
                end
                Parity: begin
                    Uart_tx <= parity_bit;  
                     if (baud_cnt == (Baud_div - 1))
                        baud_cnt <= 0;
                    else
                        baud_cnt <= baud_cnt + 1;
                end
                Stop: begin
                    Uart_tx <= 1'b1;
                    if (baud_cnt == (Baud_div - 1))
                        baud_cnt <= 0;
                    else
                        baud_cnt <= baud_cnt + 1;
                end
            endcase
        end
    end
endmodule
module uart_rec #(
    parameter CLK_FREQ    = 50_000_000,
    parameter BAUD        = 115200,
    parameter DATA_BITS   = 8,
    parameter PARITY      = "even"       
)(
    input  wire clk,
    input  wire rst,
    input  wire rx,                      
    output reg  [DATA_BITS-1:0] rx_data,  
    output reg  rx_valid               
);
    localparam BAUD_DIV    = (CLK_FREQ / BAUD);
    localparam HALF_BAUD   = BAUD_DIV / 2;
    localparam IDLE   = 3'd0,
               START  = 3'd1,
               DATA   = 3'd2,
               PARITY_S = 3'd3,  
               STOP   = 3'd4;
    reg [2:0] state, next_state;
    reg [$clog2(BAUD_DIV):0] baud_cnt;
    reg [$clog2(DATA_BITS):0] bit_cnt;
    reg [DATA_BITS-1:0] shift_reg;
    reg received_parity_bit;
    wire calculated_parity;
    wire parity_match;
   assign parity_match = (calculated_parity == received_parity_bit);
    assign calculated_parity = ^shift_reg;
    always @(posedge clk or posedge rst) begin
        if (rst)
            state <= IDLE;
        else
            state <= next_state;
    end
    always @(*) begin
        next_state = state;
        case (state)
            IDLE: begin
                if (!rx)  
                    next_state = START;
            end
            START: begin
                if (baud_cnt == (BAUD_DIV-2))
                    next_state = DATA;
            end
            DATA: begin
                if (baud_cnt == (BAUD_DIV - 1) && bit_cnt == DATA_BITS - 1) begin
                    if (PARITY == "none")
                        next_state = STOP;
                    else
                        next_state = PARITY_S;
                end
            end
            PARITY_S: begin
                if (baud_cnt == (BAUD_DIV - 1))
                    next_state = STOP;
            end
            STOP: begin
                if (baud_cnt == (BAUD_DIV - 1))
                    next_state = IDLE;
            end
            default: next_state = IDLE;
        endcase
    end
    always @(posedge clk or posedge rst) begin
        if (rst) begin
            baud_cnt <= 0;
            bit_cnt <= 0;
            shift_reg <= 0;
            rx_data <= 0;
            rx_valid <= 0;
            received_parity_bit <= 0;
        end else begin
            rx_valid <= 0;
            case (state)
                IDLE: begin
                    bit_cnt <= 0;
                    baud_cnt <= 0;
                end
                START: begin
                    if (baud_cnt == (BAUD_DIV-3)) begin
                       baud_cnt <= baud_cnt + 1;
                        bit_cnt <= 0;
                     end  
                     else  baud_cnt <= baud_cnt + 1;
                end
                DATA: begin
                    if (baud_cnt == (BAUD_DIV - 1)) begin
                        baud_cnt <= 0;
                        shift_reg <= {rx, shift_reg[DATA_BITS-1:1]};
                        bit_cnt <= bit_cnt + 1;
                    end else
                        baud_cnt <= baud_cnt + 1;
                end
                PARITY_S: begin
                    if (baud_cnt == (BAUD_DIV - 1)) begin
                        baud_cnt <= 0;
                        received_parity_bit <= rx;  
                    end else
                        baud_cnt <= baud_cnt + 1;
                end
                STOP: begin
                    if (baud_cnt == (BAUD_DIV - 1)) begin
                        baud_cnt <= 0;
                        rx_data <= shift_reg;
                        if (PARITY == "none") begin
                            rx_valid <= 1'b1;
                        end else begin
                            rx_valid <= rx_valid;  
                            if (parity_match) begin
                                rx_valid <= 1'b1;  
                            end else begin
                                rx_valid <= 1'b0;  
                            end
                        end
                    end else
                        baud_cnt <= baud_cnt + 1;
                end
            endcase
        end
    end
endmodule
==> design/flow/run.sh <==
#!/bin/bash
# OpenROAD 26Q1-2900-gdf79404cd8, Yosys 0.63+post, stock flow scripts
make -C /OpenROAD-flow-scripts/flow DESIGN_CONFIG=/design/flow/config.mk WORK_HOME=/design/flow/orfs finish
==> design/flow/config.mk <==
export PLATFORM = sky130hd
export DESIGN_NAME = top_axis_uart
export DESIGN_NICKNAME = top_axis_uart
export VERILOG_FILES = /design/flow/design.v
export SDC_FILE = /design/flow/constraint.sdc
export NUM_CORES = 4
export LEC_CHECK = 1
export CORE_UTILIZATION = 50
==> design/flow/constraint.sdc <==
current_design top_axis_uart

set clk_period 6.7
set clk_io_pct 0.2

create_clock -name clk0 -period $clk_period [get_ports {clk}]

set non_clock_inputs [all_inputs -no_clocks]
set_input_delay [expr $clk_period * $clk_io_pct] -clock clk0 $non_clock_inputs
set_output_delay [expr $clk_period * $clk_io_pct] -clock clk0 [all_outputs]
==> Slide: Implementation Results <==
Synthesis and Place & Route Summary

Logic synthesis
  – Number of cells in the yosys synthesis report: 642
  – Synth top cells by count: dfrtp_1 (165), mux2_2 (99), nand2_1 (40), inv_1 (32), ha_1 (23)
  – Main flop type: dfrtp_1
  – Post-synthesis chip area from yosys: 0.00787 mm2
  – Biggest area cells: dfrtp_1 (52%), mux2_2 (14%), ha_1 (3.7%)
  – Avg Cell Area, Syn: 12.3 um2
  – Yosys top cell by area: dfrtp_1
  – Post-Synthesis Cells: 642
  – Count of cell types in the netlist: 54
  – FFs w/ async S/R, synth: about 100%
  – #FFs+latches synth: 168
  – Synth Cell Area: slightly below 0.008 mm2
  – Warnings from Yosys: 7
  – Top cell area share: 52.5%
  – Post-synthesis sequential area ratio: 53.5%
  – Cell with the most instances after synthesis: dfrtp_1
  – Post-synth EDFFs: 0

Final timing
  – Max Slew Vio Count: 0
  – Setup ws final: 3520 ps
  – Layout Skew: between 6 and 7 ps
  – Least-Margin Pin Slew: 915 ps
  – RSZ-0062 raised after global routing: no
  – Peak Freq: 314 MHz
  – Rel. slew slack: 39.0%
  – Post-layout min period: ~3200 ps
  – Post-layout period usage: 47.5%
  – Final Hold Viols: 0
  – Sum Neg Setup Slack: 0 ps
  – Final setup vio count: 0

Cells and area
  – Top reg by flops: axis_fifo_uart_tx_inst.fifo_inst.mem_data
  – Max reg flops: 64
  – Syn-to-layout area delta: 11.9%
  – Cell area after layout: roughly 0.009 mm2
  – Top flop regs: axis_fifo_uart_tx_inst.fifo_inst.mem_data (64), uart_rec_inst.baud_cnt (10), axis_fifo_uart_tx_inst.uart_inst.baud_cnt (9)
  – Layout cells sized above 1: 23.1%

Critical path
  – Crit path max-delay family: simple AND/OR/NAND/NOR gates
  – Slowest cell delay on critical path: slightly below 600 ps
  – Worst-path maximum fanout: 5
  – R2R cell count: 12
  – Crit path DAT: around 1800 ps
  – Worst Setup SP: axis_fifo_uart_tx_inst.fifo_inst.count[0]$_DFFE_PP0P_
  – Buf+Inv Stages, Crit Path: 1
  – Critical Path End Type: output port
  – Origin of the critical flop-to-flop path: axis_fifo_uart_tx_inst.uart_inst.baud_cnt[1]$_DFFE_PP0P_
  – Worst r2r dst: axis_fifo_uart_tx_inst.fifo_inst.count[3]$_DFFE_PP0P_
  – Worst EP required: roughly 5400 ps
  – Critical path endpoint: m_axis_ready
  – R2R Setup Slk: 3650 ps
  – WP depth: 2
  – CP Class: reg -> out
  – Cell-by-cell trace of the critical path: or4b_4, clkdlybuf4s50_1
  – Critical path startpoint category: flip-flop
  – Crit-path slowest cell: or4b_4

Global route
  – Vias in the first global route: 4839
  – Congestion Overflow GR: 0
  – GRT Total Usage: 20.6%
  – Met2 Track Usage GR: 32.4%
  – First-pass GRT wire length: between 20 and 30 mm
  – Most Used Layer, Global Route: met2
  – Largest net degree at the start of global routing: 81
  – Met3 usage: under 10%
  – Initial antenna violation count: 0
  – Met1 Track Usage GR: 31.8%

Detailed routing
  – Drt pass-1 iters: 6
  – Number of DRC markers in iteration 0: 328
  – Antenna cells: 0
  – Antenna viol nets, final: 0
  – Drt wl/cell: 16.9 um
  – Residual DRC count: 0
  – Avg Vias per Cell: 5.61
  – DR vias: 4944
  – Post-Route WL: 14.9 mm

Clocking
  – CTS Buf Count: 17
  – CTS Root Cell: clkbuf_16
  – Clock latency (worst-skew pair): 420 ps
  – CTS tree: yes
  – Clk sinks: 168
  – Post-CTS Setup Repair Bufs: 0
  – Max Root-Sink Buffers: 2
  – # resized after CTS: 0
  – H-tree depth: 4
  – Clk slew on worst S/H paths: 60 ps
  – Hold Buf Count CTS: 0

Power
  – Combinational power share: 31.8%
  – Internal power: 2420 uW
  – Peak VDD IR: 0.264 mV
  – Clock Power Share: 25.3%
  – Sw Pwr: 1110 uW
  – Switching share of power: 31.4%
  – Pwr/cell area: 400 mW/mm2
  – Leakage: 0.00399 uW
  – Flop pwr share: 42.9%

Floorplan
  – FP Util: 51.6%
  – Placement Rows: ~45
  – Core ar.: 0.0153 mm2
  – # IOs: 23
  – Die footprint: 0.0162 mm2
  – Die Height: 127 um
  – Die W: about 130 um

Place
  – Post-DP HPWL: 9.51 mm
  – GP Congestion: 0.811
  – Cell Area, Placed: 0.00827 mm2
  – Pre-CTS setup slack: about 3700 ps
  – Port Buf Inserts: 22

Job
  – OpenROAD warnings: 36
  – Max-cap viol count: 0

Hold path
  – Hold Path Class: reg -> reg

Outcome
  – Outcome: completed
[layout by cell type (no fill, tap or decap), types with 4 or more instances in the layout]
cell type        instances
or4_1                    4
mux2_4                   9
a22oi_1                 13
clkbuf_16               17
clkdlybuf4s50_1         22
a21o_1                   4
a221oi_1                 5
nand3_1                 22
mux2i_1                 15
a21oi_1                 17
ha_1                    23
xnor2_1                 16
nand4_1                  4
o2111ai_1                6
buf_4                    4
o32ai_1                  4
xor2_1                  13
o21ai_0                 20
and4_1                   5
nor2_1                  21
and3_1                   4
clkinv_2                 5
o211ai_1                 5
inv_1                   31
mux2_2                  99
a22o_1                   6
or3_1                    4
a31oi_1                  4
nand2_1                 40
dfrtp_1                165
o22ai_1                  6
nor3_1                   8
[power groups by stage]
stage | Combinational (uW) | Sequential (uW) | Clock, uW
global route | 1240 | 1550 | 953
CTS | 1130 | 1510 | 916
finish | 1120 | 1510 | 893
[per-stage QoR]
stage / power [uW] / utilization (%) / hold slack (ps) / instances
after floorplan: 2380 / - / 373 / 642
after global placement: 2620 / 54.2 / 401 / 851
after detailed placement: 2650 / 54.2 / 398 / 851
after CTS: 3560 / 57.7 / 411 / 881
after global routing: 3750 / 57.7 / 431 / 881
final: 3530 / 57.7 / 406 / 881
[area by class of cell]
cell class	count	area [um2]
well taps	211	264
clock inverters	9	77.6
multi-input cells	414	3420
repair buffers	26	250
clock buffers	21	460
fillers	1192	6450
inverters	32	125
flip-flops and latches	168	4210
[how the worst min path moves through the flow]
stage,start,end,slack [ps],cells past startpoint
after CTS,axis_fifo_uart_tx_inst.uart_valid_temp$_DFF_PP0_,flip-flop,410,0
after global routing,axis_fifo_uart_tx_inst.uart_valid_temp$_DFF_PP0_,flip-flop,430,0
final,axis_fifo_uart_tx_inst.uart_valid_temp$_DFF_PP0_,flip-flop,410,0
[logic make-up (layout without fill, tap and decap cells)]
| logic type | Yosys count | count (layout) | share of synthesized area [%] |
|---|---|---|---|
| buffers and inverters | 60 | 88 | 3.10 |
| AOI/OAI and AO/OA | 104 | 104 | 9.13 |
| adders and majority gates | 24 | 24 | 3.91 |
| and+or+nand+nor | 133 | 133 | 9.09 |
| xor gates and xnor gates | 30 | 30 | 3.51 |
| muxes | 123 | 123 | 17.8 |
| DFF | 168 | 168 | 53.5 |
[routing by layer]
metal | up-vias | routed length (um)
met5 | - | 0
met2 | 87 | 7180
li1 | 2360 | -
met1 | 2489 | 6870
met4 | 0 | 110
met3 | 8 | 696
Power is estimated from default activity; no workload was simulated.
